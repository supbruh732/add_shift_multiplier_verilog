File: run.sh
#!/bin/bash
# OpenROAD 26Q1-2900-gdf79404cd8, Yosys 0.63+post, stock flow scripts
make -C /OpenROAD-flow-scripts/flow DESIGN_CONFIG=/design/flow/config.mk WORK_HOME=/design/flow/orfs finish
File: config.mk
export PLATFORM = sky130hd
export DESIGN_NAME = sub_16
export DESIGN_NICKNAME = sub_16
export VERILOG_FILES = /design/flow/design.v
export SDC_FILE = /design/flow/constraint.sdc
export NUM_CORES = 4
export LEC_CHECK = 1
export CORE_AREA = 10 10 87 87
export DIE_AREA = 0 0 97 97
File: constraint.sdc
current_design sub_16

set clk_period 9.4
set clk_io_pct 0.2

create_clock -name clk0 -period $clk_period

set non_clock_inputs [all_inputs -no_clocks]
set_input_delay [expr $clk_period * $clk_io_pct] -clock clk0 $non_clock_inputs
set_output_delay [expr $clk_period * $clk_io_pct] -clock clk0 [all_outputs]
File: design.v
`timescale 1ps / 1ps
module subtractor( A, B, BIN, D, BOUT );
  input A, B, BIN;
  output D, BOUT;
  assign #2 D = A ^ B ^ BIN;				 
  assign #2 BOUT = ( (~A) & (B ^ BIN) ) | ( B & BIN );
endmodule
module sub_16( A, B, BIN, D, BOUT );
  input [15 : 0] A, B;
  input BIN;
  output [15 : 0] D;
  output BOUT;
  wire [16 : 0] wBIN;
  subtractor sub1( .A(A[0]), .B(B[0]), .BIN(BIN), .D(D[0]), .BOUT(wBIN[0]) );
  genvar i;
  generate for( i = 1; i < 16; i = i+1 )
    begin : SUBTRACT
	   subtractor sub1( .A(A[i]), .B(B[i]), .BIN(wBIN[i-1]), .D(D[i]), .BOUT(wBIN[i]) );
	 end
  endgenerate
  assign BOUT = wBIN[15];		 
endmodule
==> flow_metrics.env <==
# flow metrics
export IMPL_synth_seq_share=0
export IMPL_hold_ws_ns=4.51
export IMPL_die_height_um=97
export IMPL_ys_cells=66
export IMPL_wirelength_um=1560
export IMPL_path_max_fanout=1
export IMPL_regArea_um2=0
export IMPL_antenna_found_initial=0
export IMPL_fin_util=0.188
export IMPL_synth_most_common_cell="inv_1"
export IMPL_p_leak_nw=0.482
export IMPL_arrival_ns=7.65
export IMPL_setup_slack_ns=-0.134
export IMPL_yosys_area_um2=568
export IMPL_cp_cell_sequence="buf_6 -> inv_4 -> fa_2 -> inv_2 -> fa_2 -> fa_2 -> fa_2 -> fa_2 -> fa_2 -> fa_2 -> fa_2 -> fa_2 -> fa_2 -> fa_2 -> fa_2 -> fa_2 -> fa_2 -> fa_2 -> inv_2 -> fa_2 -> buf_2"
export IMPL_synthAoiAreaFrac=0
export IMPL_synth_xor_area_share=0
export IMPL_syn_inst=66
export IMPL_setup_viol=1
export IMPL_drt_initial_drc_count=0
export IMPL_hold_violations=0
export IMPL_yosys_area_share_simple=0
export IMPL_yosysTopAreaCell="fa_1"
export IMPL_gp_congestion=0.804
export IMPL_antennaDiodeCount=0
export IMPL_top_logic_kind="adder cells"
export IMPL_track_usage=0.0328
export IMPL_tns_ns=-0.134
export IMPL_p_per_area_nw_per_um2=58.0
export IMPL_cts_setup_buffers=0
export IMPL_ctsHoldBuffers=0
export IMPL_syn_avg_cell_area_um2=8.61
export IMPL_warning_count=34
export IMPL_die_area_um2=9410
export IMPL_slew_headroom=0.929
export IMPL_violations="negative setup slack"
export IMPL_worstSetupStartpointType="input port"
export IMPL_slew_violations=0
export IMPL_dr_total_vias=470
export IMPL_fp_dieW_um=97
export IMPL_ir_worst_vdd_v=0.0000225
export IMPL_status="complete, but fails checks"
export IMPL_tightestPinTransition_ns=0.106
export IMPL_core_area_um2=5640
export IMPL_totalPowerFinal_mw=0.0616
export IMPL_critical_path_class="in -> out"
export IMPL_layout_drive_gt1_share=0.270
export IMPL_floorplan_core_util=0.101
export IMPL_fin_crit_sh=1.01
export IMPL_drc=0
export IMPL_dp_hpwl_um=1530
export IMPL_synth_adder_area_share=0.564
export IMPL_via_per_inst=2.73
export IMPL_wl_per_cell_um=9.06
export IMPL_final_area_um2=1060
export IMPL_gr_total_overflow=0
export IMPL_holdCritPathClass="in -> out"
export IMPL_max_cap_viol_count=0
export IMPL_max_freq_mhz=105
export IMPL_cp_common_cell="fa_2"
export IMPL_worstPathRequired_ns=7.52
export IMPL_num_clock_buffers=0
export IMPL_topCellsByArea="fa_1 (56%), inv_1 (22%), buf_4 (21%)"
export IMPL_placed_area_um2=1070
export IMPL_grt_start_max_net_pins=2
export IMPL_rsz0062_at_grt="yes"
export IMPL_synth_yosys_warnings=0
export IMPL_syn2layout_area_growth_pct=86.8
export IMPL_common_cells="inv_1 (34), buf_4 (16), fa_1 (16)"
export IMPL_portBuffers=50
export IMPL_ys_types=3
export IMPL_grt_pass1_vias=557
export IMPL_post_route_min_period_ns=9.53
export IMPL_fp_row_count=27
export IMPL_detail_route_antenna_nets=0
export IMPL_slowest_delay_ns=0.41
export IMPL_grt_pass1_wl_um=2630
export IMPL_flops=0
export IMPL_yosys_mux_area_fraction=0
export IMPL_slowest_stage="fa_2"
export IMPL_netlist_area_um2=568
export IMPL_dr_pass1_iters=1
export IMPL_io_pin_count=50
export IMPL_top_cell_area_share=0.564
export IMPL_end_kind="output pin"
==> per-stage QoR <==
step,setup slack (ns),std cells
after floorplan,0.00264,66
after global placement,-0.887,172
after detailed placement,-0.912,172
after CTS,-0.199,172
after global routing,-0.284,172
final,-0.134,172
==> cells in the final DEF, fill, tap and decap left out <==
master and instances:
dlygate4sd2_1 2, buf_6 2, buf_2 4, clkdlybuf4s50_1 42, fa_2 16, inv_4 1
inv_2 4, inv_1 29
==> layer usage <==
metal,track usage,vias to the layer above,share of wire
met2,0.0343,50,0.24
met1,0.0446,204,0.46
met4,0,0,0
met3,0.0365,0,0.30
met5,0,-,0
li1,-,216,-
==> kinds of logic (layout without fill, tap and decap cells) <==
| family | count (synthesis) | after routing |
|---|---|---|
| buffers and inverters | 50 | 84 |
| adder cells (fa/ha/maj) | 16 | 16 |
==> where the power goes <==
group / leakage (nW) / switching (mW) / internal (mW)
clock network: 0 / 0 / 0
logic: 0.482 / 0.0187 / 0.0429
registers: 0 / 0 / 0
==> layout make-up <==
cell class / count / area, um^2
fill: 613 / 4580
timing repair buffer: 50 / 480
multi-input combinational: 16 / 360
inverter: 34 / 130
tap: 72 / 90.1
==> timing repair <==
item | CTS | global route
resized | 32 | 1
pin swaps | 1 | 1
endpoints found under the setup margin | 4 | 3
==> critical path, delay by kind of cell <==
family,cells,cell delay [ns]
buffers and inverters,5,0.36
adders and majority gates,16,5.40
==> worst paths after layout <==
| path | start | end | slack (ns) | cells past startpoint |
|---|---|---|---|---|
| worst max-delay path | B[0] | D[15] | -0.13 | 21 |
| worst min-delay path | B[15] | D[15] | 4.51 | 4 |
Power is estimated from default activity; no workload was simulated.
