[design/flow/config.mk]
export PLATFORM = sky130hd
export DESIGN_NAME = RCA
export DESIGN_NICKNAME = RCA
export VERILOG_FILES = /design/flow/design.v
export SDC_FILE = /design/flow/constraint.sdc
export NUM_CORES = 4
export LEC_CHECK = 1
export CORE_UTILIZATION = 30
[design/flow/constraint.sdc]
current_design RCA

set clk_period 62.5
set clk_io_pct 0.2

create_clock -name clk0 -period $clk_period

set non_clock_inputs [all_inputs -no_clocks]
set_input_delay [expr $clk_period * $clk_io_pct] -clock clk0 $non_clock_inputs
set_output_delay [expr $clk_period * $clk_io_pct] -clock clk0 [all_outputs]
[design/flow/design.v]
`timescale 1ps / 1ps
module fulladder( A, B, Cin, Sum, Cout );  
  input A,B,Cin;
  output Sum, Cout;
  wire w1,w2,w3;
  xor X1(w1,A,B);   		 
  xor X2(Sum,Cin,w1);	 
  and X3(w2,w1,Cin);		 
  and X4(w3,A,B);		    
  or  X5(Cout,w2,w3);	 
endmodule
module RCA( A, B, Cin, S, Cout);
  input [63 : 0] A, B;
  input Cin;
  output [63 : 0] S;
  output Cout;
  wire [63:0] wC;
  fulladder A1( A[0], B[0], Cin, S[0], wC[0] );
  genvar i;
  generate for( i = 1; i < 64; i = i+1 )
    begin: RCA_GEN
      fulladder add( .A(A[i]), .B(B[i]), .Cin(wC[i-1]), .Sum(S[i]), .Cout(wC[i]) );
    end
  endgenerate
  assign Cout = wC[63];		 
endmodule
[design/flow/run.sh]
#!/bin/bash
# OpenROAD 26Q1-2900-gdf79404cd8, Yosys 0.63+post, stock flow scripts
make -C /OpenROAD-flow-scripts/flow DESIGN_CONFIG=/design/flow/config.mk WORK_HOME=/design/flow/orfs finish
==> Changelog: implementation <==
## Flow update

* Gr ovfl total at 0
* Post-Syn Area at 0.001799 mm^2
* YS warnings at 0
* Layout cell share with drive strength beyond 1 at 0%
* Final Max Slew Viols at 0
* Critical path fanouts, max at 1
* Hpwl dp at 4.474 mm
* Hold Buf Count CTS at 0
* Critical Path Sink Type: primary output
* Fin area at roughly 0.0034 mm^2
* Placeable core area at around 0.0056 mm^2
* Io pins at approximately 190
* First-pass GRT wire length at 6.837 mm
* Die Ht at a little under 80 um
* Via count at 1346
* Worst vdd ir at approximately 0.0000048 V
* Critical Path Slowest Stage Cell: clkdlybuf4s50_1
* CTS resizes at 0
* Minimum clock period at slightly above 50000 ps
* Starting DRT DRC Count at 1
* Worst hold margin at 26020 ps
* GPL Wtd Cong at slightly below 0.8
* Worst path depth at around 70
* Yosys cell count at 138
* Post-Syn Area per Cell at 13.04 um^2
* Pre-CTS setup slack at between 10000 and 15000 ps
* Finish-stage setup viols at 0
* Fin crit share at approximately four fifths
* Routed WL at approximately 4.4 mm
* Worst path arrival time at 38480 ps
* Status: complete, no violations
* # fillers at about 500
* Comb pwr share at 100.0%
* Cells after synthesis at between 100 and 150
* Sequential cell area fraction in the yosys report at 0%
* Tot GR Track Use at 15.04%
* Post-DR vias/cell at around 4.0
* Unrepaired setup endpoints after global routing: no
* Clock buffers at 0
* Antenna viol nets, final at 0
* Die Wd at 79.45 um
* Hold WC Path Type: in -> out
* Slowest cell delay on critical path at ~450 ps
* Req. time, crit path at 50000 ps
* ANT cells at 0
* Antenna violations before repair at 0
* Wire length per cell at 13.08 um
* Row count at 27
* Seq pwr share at 0%
* Flip-flops at 0
* Placed inst area at approximately 0.0034 mm^2
* Yosys stat area at between 0.0015 and 0.002 mm^2
* Setup_tns at 0 ps
* Die area at ~0.0063 mm^2
* Worst Tran Pin Value at ~120 ps
* Pre-Place Util at 31.89%
* PD cells at slightly below 10 mW/mm^2
* Clk pwr share at 0%
* Worst path most repeated cell: fa_1
* Top cells by area: fa_1 71%, buf_4 27%, inv_1 2.1%
* Vias in the first global route at between 1000 and 1500
* WS Path Type: in -> out
* Worst setup margin at 11520 ps
* Layout Utilization at about three fifths
* Hold Path Cell Cnt at 5
* Biggest area consumer among synthesized cells: fa_1
* Internal at between 20 and 25 uW
* Most frequent cells after synthesis: 64 x buf_4, 64 x fa_1, 10 x inv_1
* WP buf/inv at 6
* # DRC at 0
* Pre-antenna DRT Iters at 2
* Max-slew headroom at approximately 90%
* FF/Latch Area at 0 um^2
* Switching part of the total at about 24%
* Crit path max-delay family: adder cells
* Post-CTS setup buffers at 0
* Leakage Power at around 0.0013 uW
* Maximum clock rate at 19.62 MHz
* Max-area cell share at 71.21%
* Critical path launch point type: primary input
* IO Port Bufs at roughly 190
* Pin count of the biggest net entering global routing at 2
* MaxCap Viol Count at 0
* Tool warnings at 33
* Sw power at 7.964 uW
* Logic cell area at ~0.0013 mm^2
* Final hold violations at 0
* Synthesis-to-finish area growth at 86.23%
* Post-synth cell types at 3
per-stage QoR:
step,power (uW),instances
finish,32.93,340
CTS,33.72,340
detailed placement,33.63,340
floorplan,16.63,138
global route,36.97,340
global placement,33.50,340
power by group through the flow:
stage | clock (uW) | combinational [uW] | sequential (uW)
after global routing | 0 | 37.0 | 0
final | 0 | 32.9 | 0
after CTS | 0 | 33.7 | 0
cell type report:
type                            instances  area share [%]
Inverter                               10           1.120
Multi-Input combinational cell         64           38.24
Tap cell                               72           2.689
Timing Repair Buffer                  194           57.95
path summary, 6_finish.rpt:
kind | startpoint | to | slack, ps
min | Cin | S[0] | 26020
max | A[0] | S[63] | 11520
placed cells by master, fill, tap and decap left out, drive strengths merged:
| cell | netlist | final |
|---|---|---|
| inv | 10 | 10 |
| fa | 64 | 64 |
| clkdlybuf4s50 | 0 | 194 |
metal layers:
metal	share of wire [%]	vias to the layer above	global-route usage, %
li1	-	600	-
met1	29	626	17.73
met2	52	118	25.98
met3	20	2	7.889
met4	0.31	0	0.5455
met5	0	-	0
cells by family after synthesis:
family | after synthesis | synth area share, %
fa+ha+maj | 64 | 71.21
buf+inv | 74 | 28.79
No activity file was given, so power comes from the tool's default toggle rates.
